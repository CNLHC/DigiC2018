--- flow/config.mk ---
export PLATFORM = sky130hd
export DESIGN_NAME = RealClockGenerator
export DESIGN_NICKNAME = RealClockGenerator
export VERILOG_FILES = /design/flow/design.v
export SDC_FILE = /design/flow/constraint.sdc
export NUM_CORES = 4
export LEC_CHECK = 1
export CORE_UTILIZATION = 30
--- flow/constraint.sdc ---
current_design RealClockGenerator

set clk_period 3.7
set clk_io_pct 0.2

create_clock -name clk0 -period $clk_period [get_ports {sysClk}]

set non_clock_inputs [all_inputs -no_clocks]
set_input_delay [expr $clk_period * $clk_io_pct] -clock clk0 $non_clock_inputs
set_output_delay [expr $clk_period * $clk_io_pct] -clock clk0 [all_outputs]
--- flow/design.v ---
module RealClockGenerator #(
    parameter Period=1000,
    parameter SYS_CLK_SPEED=50000000
)(
    input sysClk,
    input sysRst,
    output reg dividedClock
);
reg [63:0]dividerCounter;
always @(posedge sysClk or posedge sysRst) begin
    if(sysRst) begin
        dividerCounter<=0;
        dividedClock<=0;
    end
    else begin
        if(dividerCounter<(Period*100000/2))begin
            dividerCounter<=dividerCounter+1;
        end
        else begin
            dividerCounter<=0;
            dividedClock<=~dividedClock;
        end
    end
end
endmodule
--- flow/run.sh ---
#!/bin/bash
# OpenROAD 26Q1-2900-gdf79404cd8, Yosys 0.63+post, stock flow scripts
make -C /OpenROAD-flow-scripts/flow DESIGN_CONFIG=/design/flow/config.mk WORK_HOME=/design/flow/orfs finish
==> run summary <==
Final Hold Vio Count: 0
Outcome: finished clean
Final Max Tran Viols: 0
ANT cells: 0
Post-Syn Area: 2330 sq um
Initial Utilization: 31.61%
Sequential fraction of the synthesis area: 69.82%
Clk root buf: clkbuf_8
HP Class: reg2reg
Yosys cell count: 183
Yosys chip area: 2330 sq um
Crit start category: register
CP Data Arrival Time: 2750 ps
Post-synth EDFFs: 0
Tally of yosys warning messages: 1
DP Worst Slack: 1135 ps
Largest net degree at the start of global routing: 44
FP Rows: 31
Maximum clock path buffer count: 2
DR vias: 1318
LEAKAGE: 1.211 nW
Crit path DRT: 3910 ps
Commonest flop: dfrtp_1
Number of clock sinks: 65
Post-layout min period: 2540 ps
Post-synth ARST share: 100.0%
Final period utilization: 68.64%
RSZ-0062 raised after global routing: false
Seq cells post-synth: 65
Area delta synth->final: 21.21%
Vias in the first global route: 1367
Switching share of power: 19.65%
Share of power burned in registers: 53.9%
Post-DP HPWL: 2.092 mm
Worst r2r src: dividerCounter[10]$_DFF_PP0_
GPL Wtd Cong: 0.8467
Yosys top cell by area: dfrtp_1
Total gr overflow: 0
Setup_tns: 0 ps
First-pass GRT wire length: 6.113 mm
Comb area: 800.8 sq um
Design area: 2824 sq um
Die Area: 8123 sq um
Slew margin rel.: 64.59%
Num CTS Buffers: 9
Clk Latency, worst-skew pair: 330 ps
Yosys cell types: 25
Final setup fails: 0
Layout cells sized above 1: 9.244%
Largest cells by area: dfrtp_1 (70%), xor2_1 (5.6%), nor2_1 (5.2%)
Placed cells: 321
Power, Total: 0.001369 W
I/O pins: 3
CTS tree: done
Largest fanout on the critical path: 16
CP endpoint kind: register
VDD IR max: 386.4 uV
Remaining DRCs: 0
Antenna violations before repair: 0
Die height: 90.13 um
Area leader share: 69.82%
Final worst slack: 1160 ps
Psw: 0.0002689 W
CTS H-tree lvls: 3
Comb pwr share: 1.5%
Tool warnings: 25
DRT antenna net count: 0
Core area: 7370 sq um
Actual slew at the worst max-slew pin: 531.2 ps
Post-DR vias/cell: 3.911
Total track usage: 9.247%
CP Launch Point: dividerCounter[10]$_DFF_PP0_
Post-DP Area: 2609 sq um
Hold Path Origin: dividedClock$_DFFE_PP0P_
Syn Area/Cell: 12.73 sq um
Synthesized instance count: 183
Kind of critical path: reg2reg
Fillers: 720
Clock power frac: 44.6%
Routed len/inst: 9.472 um
Internal: 0.001100 W
Cts repair resizes: 0
Final non-filler cell total: 337
Skew final: 4.266 ps
# port buffers: 2
Clk slew on worst S/H paths: 70 ps
Pre-antenna DRT Iters: 4
Chip Width: 90.13 um
Max-Cap Viols: 0
Reg area: 1627 sq um
Cell Pwr Density: 484.6 nW/um^2
Post-CTS Setup Bufs: 0
Achievable Freq: 393.8 MHz
Detailed Route WL: 3.192 mm
# hold bufs at CTS: 0
Initial drt markers: 90
[worst paths after layout]
path / depth (start not counted) / slack (ps) / endpoint
setup / recovery: 6 / 1160 / dividedClock$_DFFE_PP0P_
max in group asynchronous: 3 / 2080 / dividerCounter[24]$_DFF_PP0_
setup reg to reg: 6 / 1160 / dividedClock$_DFFE_PP0P_
hold / removal: 1 / 470 / dividedClock$_DFFE_PP0P_
hold reg to reg: 1 / 470 / dividedClock$_DFFE_PP0P_
min in group asynchronous: 2 / 740 / dividerCounter[48]$_DFF_PP0_
[registers in the layout, indices dropped and copies added, names as in the netlist]
name            count
dividedClock        1
dividerCounter     64
[layout make-up]
cell class | count | share of cell area [%]
well taps | 99 | 4.386
repair buffers | 6 | 1.772
inverters | 2 | 0.2658
multi-input cells | 149 | 28.36
clock inverters | 4 | 1.772
flip-flops and latches | 65 | 57.60
clock buffers | 12 | 5.848
[stage by stage]
| step | util, % | hold slack [ps] |
|---|---|---|
| CTS | 38.32 | 472.3 |
| global placement | 35.40 | 457.3 |
| floorplan | - | 420.4 |
| finish | 38.32 | 471.6 |
| detailed placement | 35.40 | 463.0 |
| global route | 38.32 | 495.8 |
[synth_stat cells, types with 2 or more instances]
library cell,count
nand3_1,12
xnor2_1,9
dfrtp_1,65
or4_1,2
nor2_1,32
buf_6,2
and3_1,3
nand4_1,5
xor2_1,15
nor4_1,11
nand2_1,9
inv_1,2
and4_1,4
[power groups by stage]
stage         clock [W]  combinational, W  sequential (W)
finish         0.000610         0.0000209        0.000738
global route   0.000670         0.0000267        0.000739
CTS            0.000631         0.0000227        0.000738
[worst max-delay path, stage by stage, from the launching register on]
cell,delay (ps)
dfrtp_1,410
or4_1,530
o211ai_1,160
a21oi_1,80
or4_1,810
buf_4,300
xor2_1,140
[routing by layer]
metal / vias up / wire length (um) / global-route usage (%)
met3: 7 / 112 / 2.148
met5: - / 0 / 0
met1: 614 / 1624 / 14.86
li1: 684 / - / -
met4: 0 / 62 / 2.285
met2: 13 / 1393 / 13.17
[cells by family (layout without fill, tap and decap cells)]
logic type | after synthesis | count (layout) | share of synthesized area, %
and+or+nand+nor | 82 | 82 | 17.56
DFF | 65 | 65 | 69.82
xor gates and xnor gates | 24 | 24 | 9.023
buffers and inverters | 6 | 24 | 1.772
AOI/OAI and AO/OA | 4 | 4 | 1.128
adders and majority gates | 1 | 1 | 0.5370
other | 1 | 38 | 0.1610
[cells in the final DEF (no fill, tap or decap), types with 5 or more instances in the layout]
cell type  instances
dfrtp_1           65
clkbuf_8          12
xor2_1            15
xnor2_1            9
nand4_1            5
conb_1            38
nand3_1           12
nor2_1            32
nor4_1            11
nand2_1            9
Power is estimated from default activity; no workload was simulated.
