--- flow/run.sh ---
#!/bin/bash
# OpenROAD 26Q1-2900-gdf79404cd8, Yosys 0.63+post, stock flow scripts
make -C /OpenROAD-flow-scripts/flow DESIGN_CONFIG=/design/flow/config.mk WORK_HOME=/design/flow/orfs finish
--- flow/config.mk ---
export PLATFORM = sky130hd
export DESIGN_NAME = digitDecoderGate
export DESIGN_NICKNAME = digitDecoderGate
export VERILOG_FILES = /design/flow/design.v
export SDC_FILE = /design/flow/constraint.sdc
export NUM_CORES = 4
export LEC_CHECK = 1
export CORE_AREA = 10 10 70 70
export DIE_AREA = 0 0 80 80
--- flow/constraint.sdc ---
current_design digitDecoderGate

set clk_period 1.5
set clk_io_pct 0.2

create_clock -name clk0 -period $clk_period

set non_clock_inputs [all_inputs -no_clocks]
set_input_delay [expr $clk_period * $clk_io_pct] -clock clk0 $non_clock_inputs
set_output_delay [expr $clk_period * $clk_io_pct] -clock clk0 [all_outputs]
--- flow/design.v ---
module digitDecoderGate(
    input [3:0]data,
    output [7:0]HEX);
    wire A=data[3];
    wire B=data[2];
    wire C=data[1];
    wire D=data[0];
    wire t71,t72,t73,t74,t75,t76;
    and(t71,~B,~D);
    and(t72,~A,C);
    and(t73,B,C);
    and(t74,A,~D);
    and(t75,~A,B,D);
    and(t76,A,~B,~C);
    or(HEX[7],t71,t72,t73,t74,t75,t76);
    wire t61,t62,t63,t64;
    and(t61,~B,~D);
    and(t62,~A,~C,~D);
    and(t63,~A,C,D);
    and(t64,A,~C,D);
    or(HEX[6],t61,t62,t63,t64);
    wire t51,t52,t53,t54,t55;
    and(t51,~A,B);
    and(t52,A,~B);
    and(t53,~A,~C,~D);
    and(t54,~A,C,D);
    and(t55,B,~C,D);
    or(HEX[5],t51,t52,t53,t54,t55);
    wire t41,t42,t43,t44,t45;
    and(t41,A,~C);
    and(t42,~A,~B,~D);
    and(t43,~B,C,D);
    and(t44,B,~C,D);
    and(t45,B,C,~D);
    or(HEX[4],t41,t42,t43,t44,t45);
    wire t3a,t3b,t3c,t3d,t3e;
    and(t3a,~B,~D);
    and(t3b,C,~D);
    and(t3c,A,C);
    and(t3d,A,B);
    and(t3e,~A,~B,~C);
    or(HEX[3],t3a,t3b,t3c,t3d,t3e);
    wire t2a,t2b,t2c,t2d;
    and(t2a,~A,~C);
    and(t2b,~B,~C);
    and(t2c,B,~D);
    and(t2d,A,C);
    or(HEX[2],t2a,t2b,t2c,t2d);
    wire t1a,t1b,t1c,t1d,t1e;
    and(t1a,~B,C);
    and(t1b,C,~D);
    and(t1c,A,~B);
    and(t1d,A,D);
    and(t1e,~A,B,~C);
    or(HEX[1],t1a,t1b,t1c,t1d,t1e);
    and(HEX[0],0,0);
endmodule 
module testDigitDecoderGate();
    reg [3:0]data;
    wire [7:0]HEX;
    digitDecoderGate U1(
        .data(data),
        .HEX(HEX));
    initial begin
        data=0;
    #10 data=data+1;
    #10 data=data+1;
    #10 data=data+1;
    #10 data=data+1;
    #10 data=data+1;
    #10 data=data+1;
    #10 data=data+1;
    #10 data=data+1;
    #10 data=data+1;
    #10 data=data+1;
    #10 data=data+1;
    #10 data=data+1;
    #10 data=data+1;
    #10 data=data+1;
    end
endmodule
==> Changelog: implementation <==
## Implementation

* Status: complete, but fails checks
* Failing checks: setup timing
* Routed vias/inst at 3.40
* Flop pwr share at 0%
* Die Y at 80 um
* Detailed Routing Iterations Pass 1 at 2
* Synth Cell Area at 279 um^2
* Ys cells at 38
* Setup_tns at -0.0146 ns
* GP Congestion at 0.825
* Syn Inst Count at 38
* Setup violators final at 1
* DP HPWL at 655 um
* PD cells at 251 nW/um^2
* Non-Filler Instances at 111
* Antenna-violating nets left at 0
* # IOs at 12
* Share of post-route cells with drive strength above 1 at 72.3%
* Hold Slack at 1.03 ns
* Fp util at 8.17%
* DRC viols at 0
* Vias in the first global route at 371
* Final worst slack at -0.0146 ns
* Area leader, netlist: ha_1
* Int Power at 95.3 uW
* Most frequent CP cell: buf_6
* Max-area cell share at 17.9%
* Crit Path Max Fanout at 3
* Layout Area Growth over Synthesis at 131%
* Placed insts at 101
* DP Worst Slack at -0.697 ns
* Yosys synthesis chip area at 279 um^2
* Slew Limit Fails at 0
* Distinct lib cells used at 26
* Crit-path cells: buf_8 > inv_4 > buf_6 > ha_4 > buf_6 > mux2i_1 > o2bb2ai_1 > nand2b_1 > buf_2
* Initial antenna violation count at 0
* CP max-delay cell: ha_4
* Reg area at 0 um^2
* Global-route usage over all layers at 2.89%
* Unrepaired setup endpoints after global routing: yes
* Grt total ovfl at 0
* Setup CP Type: input port to output port
* Mapped Avg Cell Area at 7.34 um^2
* Routed wire length at 943 um
* WL/cell at 8.50 um
* Die width at 80 um
* Crit path capture type: output port
* Pin count of the biggest net entering global routing at 8
* First-pass GRT wire length at 1590 um
* Max Fclk at 660 MHz
* Seq/Total Area, Yosys at 0%
* Worst path bufs/invs at 5
* FFs & Latches at 0
* Max-cap violations at 0
* Number of port buffers at 11
* Hold crit path type: input port to output port
* Detailed-route via count at 377
* Final Critical Period at 1.51 ns
* Post-layout period usage at 101%
* NetSw at 66.9 uW
* Combinational power share at 100.0%
* Sw Ratio at 41.2%
* Top Family by Delay on Critical Path: buffers and inverters
* Top cells by area: ha_1, nand2b_4, o2bb2ai_1, a31oi_1, nor4_1
* Chip area at 6400 um^2
* Post-layout util at 18.9%
* Final Hold Fails at 0
* Worst Setup Start Kind: input port
* 1st-iter DRT viols at 8
* Tool warnings at 37
* Cell leakage power at 0.000265 uW
* N_diodes at 0
* Clock buffers at 0
* Slowest Stage Delay on Critical Path at 0.16 ns
* Post-cts hold-fix buffer tally at 0
* Yosys Warn Count at 0
* Core ar. at 3420 um^2
* Crit path DAT at 1.21 ns
* Clock power frac at 0%
* Critical path data required time at 1.20 ns
* Rows at 21
* Peak VDD IR at 141 uV
==> logic make-up (layout without fill, tap and decap cells) <==
| logic type | Yosys count | after routing | synth area share (%) |
|---|---|---|---|
| compound gates | 13 | 13 | 33.2 |
| simple gates | 13 | 13 | 31.4 |
| buf+inv | 6 | 33 | 12.6 |
| fa+ha+maj | 4 | 4 | 17.9 |
| other cells | 1 | 1 | 1.34 |
| mux | 1 | 1 | 3.59 |
==> stage by stage <==
| stage | area, um^2 | total power (uW) |
|---|---|---|
| 2_1_floorplan | 279 | 54.1 |
| 3_3_place_gp | 490 | 127 |
| 3_5_place_dp | 490 | 127 |
| 4_1_cts | 629 | 155 |
| 5_1_grt | 646 | 179 |
| 6_report | 646 | 162 |
==> synth_stat cells, drive strengths merged (2+ instances only) <==
| cell type | n |
|---|---|
| a31oi | 2 |
| nor2 | 4 |
| inv | 3 |
| nor4 | 2 |
| o21ai | 2 |
| o21bai | 2 |
| ha | 4 |
| nand2b | 3 |
| buf | 3 |
| o2bb2ai | 2 |
| a21oi | 2 |
==> placed cells by master (no fill, tap or decap), drive strengths merged <==
master and instances:
buf 29, ha 4, nor2 4, nand2b 3
inv 3, o2bb2ai 2, a31oi 2, o21ai 2
a21oi 2, nor4 2, o21bai 2, and2 1
o31a 1, and3 1, nor3b 1, o21a 1
mux2i 1, a211oi 1, nand2 1, conb 1
clkdlybuf4s15 1
==> final timing paths <==
kind | startpoint | end | slack (ns) | cells past startpoint
setup / recovery | data[3] | HEX[3] | -0.01 | 9
hold / removal | data[0] | HEX[5] | 1.03 | 4
==> layer usage <==
metal	vias up	part of all wire, %	track usage, %
li1	193	-	-
met1	177	47	3.76
met2	7	48	4.98
met3	0	5.7	0.682
met4	0	0	0
met5	-	0	0
==> power by group through the flow <==
stage | sequential (uW) | clock, uW | combinational, uW
finish | 0 | 0 | 162
global route | 0 | 0 | 179
CTS | 0 | 0 | 155
==> repair_timing <==
action | in CTS | in global routing
pin swaps | 10 | 8
buffers inserted | 10 | 0
gates resized | 57 | 8
endpoints found under the setup margin | 7 | 6
==> layout make-up <==
type	instances	area (um^2)
Inverter	3	13.8
Fill cell	388	2770
Tap cell	46	57.6
Timing Repair Buffer	30	239
Multi-Input combinational cell	32	335
Power and IR drop assume default switching activity.
