==> flow/design.v <==
`timescale 1ns / 1ps
module keyStabilizer #(
	parameter relaxTimeInMs=20)(
	input sysClk,
	input sysRst,
	input [1:0]rawKey,
	output [1:0]stableKey);
	reg [1:0]keyFlag;
	reg [32:0]counts[0:1];
	always @(posedge sysClk or negedge  sysRst)
	begin
		if(!sysRst)begin
			counts[0]<=0;
			keyFlag[0]<=0;
		end
		else begin
			if(counts[0]<3)
				counts[0]<=counts[0]+1;
			else begin
				keyFlag[0]<=rawKey[0];
				counts[0]<=0;
			end
		end
	end
	always @(posedge sysClk or negedge sysRst)
	begin
		if(!sysRst)begin
			counts[1]<=0;
			keyFlag[1]<=0;
		end
		else begin
			if(counts[1]<3)
				counts[1]<=counts[1]+1;
			else begin
				keyFlag[1]<=rawKey[1];
				counts[1]<=0;
			end
		end
	end
	assign stableKey[0]=rawKey[0] & keyFlag[0];
	assign stableKey[1]=rawKey[1] & keyFlag[1];
endmodule
module testKeyStabilizer();
	reg sysClk;
	reg sysRst;
	reg [1:0]rawKey;
	wire [1:0]stableKey;
    keyStabilizer U1(
        .sysClk(sysClk),
        .sysRst(sysRst),
        .rawKey(rawKey),
        .stableKey(stableKey));
    initial begin
        sysClk = 0;
        sysRst = 1;
    #5  sysRst =0;
	 #5  sysRst =1;
    #20  rawKey = 3;
    #1  rawKey=0;
    #1  rawKey=3;
	 #1  rawKey=0;
    #1  rawKey=3;
	 #1  rawKey=0;
    #1  rawKey=3;
    #50  rawKey  = 0;
    #50  rawKey  = 3;
    #50  rawKey  = 0;
    end
    always begin 
    #1 sysClk = ~sysClk;
    end
endmodule
==> flow/run.sh <==
#!/bin/bash
# OpenROAD 26Q1-2900-gdf79404cd8, Yosys 0.63+post, stock flow scripts
make -C /OpenROAD-flow-scripts/flow DESIGN_CONFIG=/design/flow/config.mk WORK_HOME=/design/flow/orfs finish
==> flow/config.mk <==
export PLATFORM = sky130hd
export DESIGN_NAME = keyStabilizer
export DESIGN_NICKNAME = keyStabilizer
export VERILOG_FILES = /design/flow/design.v
export SDC_FILE = /design/flow/constraint.sdc
export NUM_CORES = 4
export LEC_CHECK = 1
export CORE_UTILIZATION = 50
==> flow/constraint.sdc <==
current_design keyStabilizer

set clk_period 1.8
set clk_io_pct 0.2

create_clock -name clk0 -period $clk_period [get_ports {sysClk}]

set non_clock_inputs [all_inputs -no_clocks]
set_input_delay [expr $clk_period * $clk_io_pct] -clock clk0 $non_clock_inputs
set_output_delay [expr $clk_period * $clk_io_pct] -clock clk0 [all_outputs]
==> flow_metrics.py <==
# Generated from Yosys and OpenROAD reports
metrics = {
    "outcome": {
        "status": "completed",
    },
    "worst_setup_path": {
        "crit_fanout": 2,
        "r2r.worst_path.cells": 3,
        "cp-end-kind": "output pin",
        "critPathRequiredTime_ns": 1.44,
        "path_class": "in2out",
        "worstPathArrival_ns": 1.42,
        "startpoint_type": "input port",
    },
    "floorplanning": {
        "core_sq_um": 3720,
        "die_w_microns": 64.7,
        "fp.dieH_microns": 64.7,
        "num_io_pins": 6,
        "initial_utilization_pct": 52.9,
        "chipArea_sq_um": 4190,
        "rows": 22,
    },
    "timing": {
        "setup_viol": 0,
        "max_freq_ghz": 0.563,
        "skew_ns": 0.00376,
        "hold_viol": 0,
        "drv_slew": 0,
        "timing.final.ws_setup_ns": 0.0237,
        "timing.final.crit_period_ns": 1.78,
        "tns_ns": 0,
        "period_used_pct": 98.7,
    },
    "clock_tree": {
        "cts_sinks": 68,
        "cts_tree": "yes",
        "cts_hold_buffers": 0,
        "clock_path_buffers": 2,
        "clk_latency_ns": 0.33,
        "cts-root-buf": "clkbuf_8",
        "htree_levels": 3,
        "cts_setup_buffers": 0,
        "cts_buffers": 9,
        "clkTransAtPathRegs_ns": 0.06,
    },
    "final_layout": {
        "final_layout_size_suffix_gt1_share_pct": 12.2,
        "fin_util_pct": 67.4,
        "final_cell_mix": "dfrtp_1, conb_1, nor4_1",
        "syn2layout_area_growth_pct": 27.4,
        "lay_top_count": "dfrtp_1",
        "layout.cells.non_filler": 236,
    },
    "drt": {
        "wl_met1_microns": 859,
        "routed_via_density": 3.81,
        "n_antenna_cell": 0,
        "drt-pass1-iter-count": 4,
        "routed.top_layer": "met4",
        "drc": 0,
        "wire_per_inst_microns": 8.08,
        "wl_met3_microns": 126,
        "via_count": 899,
        "drtIter0Drc": 27,
        "antenna_left": 0,
        "wl_met2_microns": 883,
        "wl_mm": 1.91,
    },
    "flow_run": {
        "cap_violations": 0,
        "openroad.warnings": 25,
    },
    "logic_synthesis": {
        "yosys_cells": 107,
        "synth_seq_share_pct": 86.6,
        "ys_warn_count": 2,
        "syn_inst": 107,
        "ys_chip_area_sq_um": 1970,
        "ys_ff": 68,
        "synth.avg_cell_area_sq_um": 18.4,
        "area_leaders": "dfrtp_1, nor4_1, mux2_4",
        "synth_top_cell_by_area": "dfrtp_1",
        "ys_types": 14,
        "syn_area_sq_um": 1970,
        "top_area_share_pct": 86.6,
    },
    "placement": {
        "io_buffers": 5,
        "pre_cts_slack_ns": 0.0245,
        "placed_cells": 221,
        "gp_congestion": 0.707,
        "dp_hpwl_mm": 1.20,
    },
    "grt": {
        "grt.overflow.total": 0,
        "grt_use_total_pct": 13.1,
        "grt_max_degree": 69,
        "grt_pass1_vias": 926,
        "grt_antenna_before_repair": 0,
        "grt_pass1_wl_mm": 3.88,
    },
    "pwr": {
        "leakage_nw": 1.20,
        "p_total_mw": 2.68,
        "ir_drop_uv": 787,
        "power_density_nw_per_um2": 1070,
    },
    "min_path": {
        "min_path_type": "in2async",
    },
}
==> synth_stat cells <==
master / n
nor2_1: 6
nor3_1: 2
a2111o_1: 2
and2_1: 2
inv_1: 2
nand4_1: 2
nand3_1: 2
dfrtp_1: 68
nor4_1: 12
conb_1: 1
mux2_4: 2
ha_1: 2
or4_1: 2
xnor2_1: 2
==> layer usage <==
layer	vias up	GRT usage, %
met5	-	0
met4	0	2.78
met3	5	6.43
met2	12	18.6
met1	421	19.8
li1	461	-
==> metrics by stage <==
step	cell area (sq um)	hold slack, ns
finish	2500	0.0433
global route	2500	0.0488
CTS	2490	0.0433
detailed placement	2320	0.399
global placement	2320	0.391
floorplan	2190	0.0644
==> path summary, 6_finish.rpt <==
check / startpoint / to / slack (ns)
max in group asynchronous: sysRst / counts[0][24]$_DFF_PN0_ / 1.50
worst min-delay path: sysRst / counts[1][23]$_DFF_PN0_ / 0.04
worst min register to register: counts[1][0]$_DFF_PN0_ / counts[1][0]$_DFF_PN0_ / 0.46
worst max register to register: counts[1][32]$_DFF_PN0_ / keyFlag[1]$_DFFE_PN0P_ / 0.07
worst max-delay path: rawKey[1] / stableKey[1] / 0.02
min in group clk0: rawKey[0] / keyFlag[0]$_DFFE_PN0P_ / 0.30
==> cell families after synthesis <==
group,share of synthesized area [%]
DFF,86.6
and+or+nand+nor,8.02
adders and majority gates,1.27
AOI/OAI and AO/OA,1.15
xor gates and xnor gates,0.891
muxes,1.53
buffers and inverters,0.382
other,0.191
==> final cells by class <==
type,instances,area [sq um]
fillers,272,1210
inverters,2,7.51
multi-input cells,96,493
well taps,48,60.1
clock inverters,6,42.5
flip-flops and latches,68,1700
clock buffers,9,124
repair buffers,7,75.1
==> state kept, by name, summed over array words and instances (netlist names) <==
register and count:
keyFlag 2, counts 66
==> worst max-delay path, stage by stage <==
cell and delay (ns):
clkdlybuf4s50_1 0.48, and2_4 0.13, clkdlybuf4s50_1 0.44
==> repair_timing <==
item	4_1_cts	5_1_grt
gates resized	1	3
endpoints found under the setup margin	1	4
pin swaps	0	3
==> power by group <==
group / internal, mW / switching, mW
combinational: 0.0227 / 0.0450
sequential: 1.60 / 0.0191
clock: 0.489 / 0.503
Power is estimated from default activity; no workload was simulated.
