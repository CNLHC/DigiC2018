<file path="flow/config.mk">
export PLATFORM = sky130hd
export DESIGN_NAME = UartClockGenerator
export DESIGN_NICKNAME = UartClockGenerator
export VERILOG_FILES = /design/flow/design.v
export SDC_FILE = /design/flow/constraint.sdc
export NUM_CORES = 4
export LEC_CHECK = 1
export CORE_UTILIZATION = 40
</file>
<file path="flow/constraint.sdc">
current_design UartClockGenerator

set clk_period 2.1
set clk_io_pct 0.2

create_clock -name clk0 -period $clk_period [get_ports {sysClk}]

set non_clock_inputs [all_inputs -no_clocks]
set_input_delay [expr $clk_period * $clk_io_pct] -clock clk0 $non_clock_inputs
set_output_delay [expr $clk_period * $clk_io_pct] -clock clk0 [all_outputs]
</file>
<file path="flow/design.v">
module UartClockGenerator #(
    parameter BAUD_RATE=9600,
    parameter SYS_CLK_SPEED=50000000
)(
    input sysClk,
    input sysRst,
    output reg dividedClock
);
reg [63:0]dividerCounter;
always @(posedge sysClk or posedge sysRst) begin
    if(sysRst) begin
        dividerCounter<=0;
        dividedClock<=0;
    end
    else begin
        if(dividerCounter<((((SYS_CLK_SPEED/BAUD_RATE)-2)/2)))begin
            dividerCounter<=dividerCounter+1;
        end
        else begin
            dividerCounter<=0;
            dividedClock<=~dividedClock;
        end
    end
end
endmodule
</file>
<file path="flow/run.sh">
#!/bin/bash
# OpenROAD 26Q1-2900-gdf79404cd8, Yosys 0.63+post, stock flow scripts
make -C /OpenROAD-flow-scripts/flow DESIGN_CONFIG=/design/flow/config.mk WORK_HOME=/design/flow/orfs finish
</file>
==> metrics.yaml <==
yosys:
  yosys-top-cells-count: "dfrtp_1, nor2_1, nor4_1"
  syn_area_sq_um: 2023
  top_cells_by_area: "dfrtp_1, nor4_1, nor2_1"
  yosysTopAreaCellShare: 0.8040
  ys_async_sr_fraction: 1.000
  synth-edff-count: 0
  ys_chip_area_sq_um: 2023
  ys.flops: 65
  yosys.stat.seqShare: 0.8040
  yosys_warnings: 1
  post_synth_num_cell_types: 21
  syn-mean-instance-area_sq_um: 15.21
  yosys.area.top_type: "dfrtp_1"
  flop_cell: "dfrtp_1"
  yosysMostFrequentCell: "dfrtp_1"
  synth_cells: 133
  ys_cells: 133
sta:
  slew_viol_final: 0
  fin_skew_ns: 0.008068
  min_period_ns: 1.964
  finalHoldViolCount: 0
  fin_hold_ws_ns: 0.4415
  fin_crit_sh: 0.9353
  tightestPinTransition_ns: 0.5370
  relSlewSlack: 0.6415
  setup_viol: 0
  fin_setup_tns_ns: 0
  final.setup.worst_slack_ns: 0.1359
  rsz0062_at_grt: "no"
  max_freq_mhz: 509.1
power_and_ir_drop:
  power.total_mw: 2.523
  power_density_nw_per_um2: 985.2
  vdd_drop_max_mv: 0.4897
  power_leakage_nw: 1.161
floorplan:
  die_h_um: 73.12
  fp-utilization: 0.4227
  ioPinCount: 3
  dieArea_sq_um: 5347
  core-area_sq_um: 4786
  dieWidth_um: 73.12
  fp-row-count: 25
route:
  drt_iter0_drc: 68
  top_layer: "met4"
  firstDrtPassIters: 5
  dr_wl_met3_um: 109
  met2_length_um: 1108
  via_per_inst: 3.974
  n_antenna_cell: 0
  drtAntennaViolNets: 0
  drc: 0
  route.layer.met1.wl_um: 1189
  via_count: 1069
  totalWireLength_um: 2525
  avgRoutedWirePerCell_um: 9.387
global_route:
  grt_pass1_wl_um: 4616
  grt.total_usage: 0.1190
  grt_max_degree: 41
  grt_overflow_total: 0
  first_global_vias: 1088
  antenna_found_initial: 0
layout:
  drive_gt1_frac: 0.09901
  area_growth_pct: 26.59
  post-route-util: 0.5352
placement:
  gp_congestion: 0.7308
  pre_cts_ws_ns: -0.08074
  io_buffers: 2
  hpwl_um: 1588
setup_path:
  r2r-start: "dividerCounter[0]"
  worstPathMaxFanout: 13
  reg2reg_slack_ns: 0.14
  r2r_cells: 6
  critPathKind: "reg -> reg"
  critPathCaptureType: "flip-flop"
  cp.arrival_ns: 2.19
  critPathLaunchType: "flip-flop"
  required_ns: 2.32
  reg2reg_to: "dividedClock"
hold_path:
  hp-class: "in -> async"
clock_tree:
  cts.sinks: 65
  clockRootBuffer: "clkbuf_8"
  cts_tree: "yes"
  cts.clk_slew.worst_paths_ns: 0.07
  cts_made_buffers: 9
  clock_path_buffers: 2
  clk-insertion-delay-late_ns: 0.34
  h-tree-depth: 3
  cts_setup_buffers: 0
run:
  drv_cap: 0
  tool_warnings: 25
status:
  status: "finished, final reports clean"
-- state kept, by name (all words and copies together), names as in the netlist --
signal,count
dividerCounter,64
dividedClock,1
-- worst max path at each step --
stage,from,to,slack (ns),cells after the start
finish,dividerCounter[0],dividedClock,0.14,6
global route,dividerCounter[0],dividedClock,0.02,6
CTS,dividerCounter[0],dividedClock,0.08,6
-- cells in the final DEF, fill, tap and decap left out, drive strengths merged, types with 2 or more instances in the layout --
master,count
clkinv,2
and3,2
nand3,7
conb,52
dfrtp,65
o21ai,2
a21oi,4
inv,4
bufinv,2
clkbuf,10
nor4,13
xnor2,5
nand2,2
nor2,15
nand4,2
xor2,4
clkdlybuf4s50,2
buf,2
-- metal layers --
metal / up-vias / GRT usage
met2: 20 / 0.1636
met4: 0 / 0.04357
met3: 13 / 0.03782
li1: 531 / -
met1: 505 / 0.1902
met5: - / 0
-- cells by family (layout without fill, tap and decap cells) --
kind of cell,count (synthesis),after routing,share of synthesized area
simple gates,44,44,0.1126
compound gates,8,8,0.02288
fa+ha+maj,1,1,0.006183
buf+inv,5,23,0.01360
other cells,1,52,0.001854
xor+xnor,9,9,0.03896
flops,65,65,0.8040
-- final cells by class --
| cell class | count | area, sq um |
|---|---|---|
| inverter | 3 | 11.26 |
| tap | 67 | 83.83 |
| multi-input combinational | 114 | 564.3 |
| fill | 377 | 2225 |
| clock buffer | 10 | 137.6 |
| clock inverter | 6 | 90.09 |
| timing repair buffer | 4 | 47.55 |
| sequential | 65 | 1627 |
-- through the flow --
| step | cell area, sq um | instances |
|---|---|---|
| 2_1_floorplan | 2215 | 184 |
| 3_3_place_gp | 2330 | 253 |
| 3_5_place_dp | 2330 | 253 |
| 4_1_cts | 2561 | 269 |
| 5_1_grt | 2561 | 269 |
| 6_report | 2561 | 269 |
-- timing repair --
item,in CTS,in global routing
hold endpoints to repair,0,0
resized,1,0
setup endpoints to repair,8,1
hold buffers,0,0
pin swaps,0,1
-- where the power goes --
| part | switching, mW | internal [mW] | leakage [nW] |
|---|---|---|---|
| clock network | 0.460 | 0.704 | 0.113 |
| registers | 0.0132 | 1.30 | 0.788 |
| logic | 0.0349 | 0.00860 | 0.260 |
-- critical path, cell delays in order, from the launching register on --
cell and delay (ns):
dfrtp_1 0.40, ha_1 0.22, o21a_1 0.17, o21ai_0 0.17, a21oi_1 0.11, or4_4 0.59, xor2_1 0.18
Power is estimated from default activity; no workload was simulated.
