### flow/config.mk
export PLATFORM = sky130hd
export DESIGN_NAME = clockGenerator
export DESIGN_NICKNAME = clockGenerator
export VERILOG_FILES = /design/flow/design.v
export SDC_FILE = /design/flow/constraint.sdc
export NUM_CORES = 4
export LEC_CHECK = 1
export CORE_UTILIZATION = 40
### flow/run.sh
#!/bin/bash
# OpenROAD 26Q1-2900-gdf79404cd8, Yosys 0.63+post, stock flow scripts
make -C /OpenROAD-flow-scripts/flow DESIGN_CONFIG=/design/flow/config.mk WORK_HOME=/design/flow/orfs finish
### flow/constraint.sdc
current_design clockGenerator

set clk_period 4.2
set clk_io_pct 0.2

create_clock -name clk0 -period $clk_period [get_ports {sysClk}]
create_clock -name clk1 -period $clk_period [get_ports {togglePause}]

set non_clock_inputs [all_inputs -no_clocks]
set_input_delay [expr $clk_period * $clk_io_pct] -clock clk0 $non_clock_inputs
set_output_delay [expr $clk_period * $clk_io_pct] -clock clk0 [all_outputs]
### flow/design.v
module clockGenerator(
    input sysClk,
    input sysRst,
    input togglePause,
    input manualClk,
    input [1:0] dividerCoeff,
    output reg tiktok
);
    reg paused;
    reg [63:0]dividerCounter;
    reg [63:0]dividerSup;
    always @(posedge sysClk or posedge sysRst) begin
        if(sysRst)begin
            dividerCounter<=0;
        end
        else begin
            if(!paused)begin
                case(dividerCoeff)
                    2'b00:dividerSup<=10000000;
                    2'b01:dividerSup<=5000000;
                    2'b10:dividerSup<=2500000;
                    2'b11:tiktok<=manualClk;
                endcase
                dividerCounter<=dividerCounter+1;
                if(dividerCounter>dividerSup)begin
                    dividerCounter<=0;
                    if(dividerCoeff!=2'b11)
                        tiktok<=~tiktok;
                end
            end
        end
    end
    always @ (posedge togglePause) begin
        paused<=~paused;
    end
endmodule
==> GITHUB_STEP_SUMMARY <==
## Synthesis and layout report

| Metric | Value |
|---|---|
| Hpwl dp | `5870 um` |
| # Cells Yosys | `437` |
| Total track usage | `17.1%` |
| Ys async rst share | `88.9%` |
| Number of antenna repair diodes | `0` |
| Min setup slack post-route | `1.18 ns` |
| Non-Filler Cell Area, Final | `4500 um2` |
| Filler-free cell count of the finished design | `580` |
| Global-route wire length before repair | `14800 um` |
| Area of the chip | `10800 um2` |
| Final hold vios | `0` |
| Top Ports | `7` |
| Tot Pwr | `1.25 mW` |
| Vertical extent of the die | `104 um` |
| Clock tree from TritonCTS | `built` |
| Clock skew | `0.00988 ns` |
| HP Class | `reg -> reg` |
| Core occupancy in the finished layout | `45.4%` |
| Worst slew pin tran | `0.850 ns` |
| Max Cap Viol | `0` |
| Largest net degree at the start of global routing | `35` |
| Via-to-Cell Ratio | `5.29` |
| Horizontal extent of the die | `104 um` |
| Global placer's final weighted congestion | `0.881` |
| Outcome | `finished, final reports clean` |
| Gr busiest metal | `met1` |
| Synth Flop Type | `dfrtp_1` |
| Pins over their slew limit | `0` |
| Final setup vio count | `0` |
| Clock transition at path regs | `0.08 ns` |
| Depth of the CTS H-tree | `3` |
| Number of warning messages in the yosys log | `1` |
| Share of final-layout standard cells stronger than drive strength 1 | `8.28%` |
| Number of flops mapped to enable cells by yosys | `7` |
| Synth Cell Area | `4150 um2` |
| Number of library cell types mapped by synthesis | `49` |
| Row cnt | `36` |
| Synthesized area divided by synthesized cell count | `9.49 um2` |
| Total gr overflow | `0` |
| Power per cell area | `278 nW/um2` |
| Routed WL per cell | `14.2 um` |
| Longest individual stage delay on the worst path | `0.60 ns` |
| DRC | `0` |
| Overall via count from detail_route | `3066` |
| Worst slew margin relative to its limit | `42.8%` |
| Kind of start point of the critical path | `register` |
| Placed instance count | `564` |
| Required time at the endpoint of the critical path | `4.46 ns` |
| Setup repair after global routing missed its margin | `no` |
| Critical path peak fanout | `10` |
| Register area share after synthesis | `44.2%` |
| Fraction of the core area occupied by cells at floorplan | `41.9%` |
| Maximum ir drop on the vdd rail | `158 uV` |
| GR Layer Usage met2 | `25.0%` |
| Critical path endpoint category | `register` |
| Instance area at placement | `4330 um2` |
| Number of clock buffers inserted by TritonCTS | `9` |
| Leakage component of the power | `2.00 nW` |
| Buffers inserted during post-CTS setup optimization | `0` |
| Final Routed Wirelength | `8250 um` |
| CTS root buffer | `clkbuf_8` |
| Number of buffers inserted for hold repair after clock tree synthesis | `0` |
| CP cell instances | `inv_1 -> ha_1 -> a41oi_1 -> o21ai_0 -> a2111oi_0 -> o221ai_1 -> or4_1 -> o21ai_0` |
| Met1 capacity usage during global routing | `28.5%` |
| Placeable core region | `9910 um2` |
| Initial DRC Count | `135` |
| Slowest library cell on the worst path | `or4_1` |
| Filler instances | `976` |
| Cell occurring most often along the worst timing path | `o21ai_0` |
| CTS resizes | `0` |
| Post-Route Setup TNS | `0 ns` |
| Arrival time of data at the critical path endpoint | `3.28 ns` |
| Buffer levels on the longest clock path | `2` |
| First-pass iteration count of the detailed router | `4` |
| OpenROAD warnings | `33` |
| Worst Setup Path Type | `reg -> reg` |
| Gate Count Post-Synth | `437` |
| Antenna-violating nets left | `0` |
| Number of storage elements in the synthesis netlist | `72` |
| Synthesis-to-layout area growth | `8.42%` |
| IO Port Bufs | `5` |
| Via count of the first global-routing pass | `3034` |
| Area reported by Yosys stat | `4150 um2` |
| Hold slack | `0.395 ns` |
| Number of antenna violations at the first check in global routing | `0` |
| Setup Slack @ Placement | `1.21 ns` |
| GR Util met3 | `2.63%` |
-- cells by family after synthesis --
kind of cell / count (synthesis) / share of synthesized area, %
mux: 1 / 0.241
flops: 72 / 44.2
buf+inv: 42 / 4.07
xor+xnor: 45 / 9.50
fa+ha+maj: 26 / 7.84
simple gates: 216 / 29.1
compound gates: 35 / 5.04
-- layout make-up --
class | count | area [um2] | area share [%]
Timing Repair Buffer | 8 | 72.6 | 1.61
Inverter | 28 | 105 | 2.34
Clock buffer | 9 | 124 | 2.75
Sequential cell | 72 | 1830 | 40.7
Clock inverter | 7 | 47.5 | 1.06
Multi-Input combinational cell | 323 | 2150 | 47.8
Tap cell | 133 | 166 | 3.70
-- routing by layer --
layer | vias to the layer above | share of wire [%]
met5 | - | 0
met4 | 0 | 1.2
met3 | 8 | 2.8
met2 | 43 | 43
met1 | 1454 | 53
li1 | 1561 | -
-- cell usage after synthesis, drive strengths merged, types with 2 or more instances --
cell type,count,area (um2)
nand3,29,145
and2,9,56.3
nor3,18,100
a2111oi,2,17.5
and4,6,53.8
inv,27,101
ha,26,325
and3,8,50.1
a21oi,11,55.1
xnor2,25,219
nand2b,2,12.5
a211oi,2,15.0
nor4,21,183
o21ai,14,70.1
nor2,61,229
clkbuf,10,37.5
buf,4,26.3
or2,2,12.5
nand3b,2,15.0
or3,2,13.8
nand2,22,85.1
edfxtp,7,210
xor2,20,175
nand4,22,144
or4,8,65.1
dfrtp,64,1600
-- registers in the layout (all words and copies together), names as in the netlist, named ones only --
register,cells
dividerCounter,64
paused,1
dividerSup,6
-- worst paths after layout --
check,depth (start not counted),start,slack (ns),to
worst max register to register,8,dividerSup[21],1.18,dividerCounter[6]
max in group asynchronous,3,sysRst,2.36,dividerCounter[17]
worst min register to register,1,paused,0.39,dividerCounter[40]
min in group asynchronous,2,sysRst,0.94,dividerCounter[2]
max in group clk1,1,paused,2.87,paused
worst max-delay path,8,dividerSup[21],1.18,dividerCounter[6]
min in group clk1,1,paused,0.80,paused
worst min-delay path,1,paused,0.39,dividerCounter[40]
-- cells in the final DEF (no fill, tap or decap), drive strengths merged, types with 2 or more instances in the layout --
cell type,count
a2111oi,2
nand4,22
or2,2
or3,2
clkdlybuf4s50,5
clkbuf,9
and3,8
a211oi,2
xor2,20
clkinv,6
or4,8
o21ai,14
xnor2,25
nor4,21
nor3,18
inv,29
nor2,61
nand3,29
ha,26
a21oi,11
nand2,22
nand3b,2
buf,3
edfxtp,7
and4,6
and2,9
nand2b,2
dfrtp,64
-- worst max-delay path: cells and delay by family (launching register included) --
kind / cells / cell delay, ns
AOI/OAI and AO/OA: 5 / 1.51
and+or+nand+nor: 1 / 0.60
DFF: 1 / 0.43
adders and majority gates: 1 / 0.26
buffers and inverters: 1 / 0.15
-- power breakdown --
part	switching, mW	total (mW)	internal (mW)
sequential	0.00236	0.711	0.709
clock	0.270	0.486	0.215
combinational	0.0344	0.0511	0.0167
Power is estimated from default activity; no workload was simulated.
